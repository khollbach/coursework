**design/flow/run.sh**
```bash
#!/bin/bash
# OpenROAD 26Q1-2900-gdf79404cd8, Yosys 0.63+post, stock flow scripts
make -C /OpenROAD-flow-scripts/flow DESIGN_CONFIG=/design/flow/config.mk WORK_HOME=/design/flow/orfs finish
```
**design/flow/config.mk**
```make
export PLATFORM = sky130hd
export DESIGN_NAME = keyboard
export DESIGN_NICKNAME = keyboard
export VERILOG_FILES = /design/flow/design.v
export SDC_FILE = /design/flow/constraint.sdc
export NUM_CORES = 4
export LEC_CHECK = 1
export CORE_AREA = 10 10 112 112
export DIE_AREA = 0 0 122 122
```
**design/flow/constraint.sdc**
```tcl
current_design keyboard

set clk_period 1.0
set clk_io_pct 0.2

create_clock -name clk0 -period $clk_period [get_ports {clock50}]

set non_clock_inputs [all_inputs -no_clocks]
set_input_delay [expr $clk_period * $clk_io_pct] -clock clk0 $non_clock_inputs
set_output_delay [expr $clk_period * $clk_io_pct] -clock clk0 [all_outputs]
```
**design/flow/design.v**
```verilog
module keyboard(keyboard_clk, keyboard_data, clock50, reset, read, scan_ready, scan_code);
input keyboard_clk;
input keyboard_data;
input clock50;  
input reset;
input read;
output scan_ready;
output [7:0] scan_code;
reg ready_set;
reg [7:0] scan_code;
reg scan_ready;
reg read_char;
reg clock;  
reg [3:0] incnt;
reg [8:0] shiftin;
reg [7:0] filter;
reg keyboard_clk_filtered;
always @ (posedge ready_set or posedge read)
if (read == 1) scan_ready <= 0;
else scan_ready <= 1;
always @(posedge clock50)
	clock <= ~clock;
always @(posedge clock)
begin
   filter <= {keyboard_clk, filter[7:1]};
   if (filter==8'b1111_1111) keyboard_clk_filtered <= 1;
   else if (filter==8'b0000_0000) keyboard_clk_filtered <= 0;
end
always @(posedge keyboard_clk_filtered)
begin
   if (reset==1)
   begin
      incnt <= 4'b0000;
      read_char <= 0;
   end
   else if (keyboard_data==0 && read_char==0)
   begin
	read_char <= 1;
	ready_set <= 0;
   end
   else
   begin
	   if (read_char == 1)
   		begin
      		if (incnt < 9) 
      		begin
				incnt <= incnt + 1'b1;
				shiftin = { keyboard_data, shiftin[8:1]};
				ready_set <= 0;
			end
		else
			begin
				incnt <= 0;
				scan_code <= shiftin[7:0];
				read_char <= 0;
				ready_set <= 1;
			end
		end
	end
end
endmodule
```
==> ci_impl_report.md <==
### Metrics collected by this job

| Metric | Value |
|---|---|
| Row count | `37` |
| DIE WIDTH | `122 microns` |
| DRC | `0` |
| CTS Hold Bufs | `0` |
| DR vias | `542` |
| Total wire length | `1300 microns` |
| Max-area cell share | `0.501` |
| Final clock skew | `0 ns` |
| Cell area after layout | `1390 sq um` |
| Cell taking the most area after synthesis | `edfxtp_1` |
| Area Growth Syn to Fin | `28.7%` |
| Crit-path slowest cell | `dfxtp_1` |
| Fmax | `1650 MHz` |
| Synth Area in XOR/XNOR | `0` |
| Sum Neg Setup Slack | `0 ns` |
| TritonRoute pass-1 iters | `3` |
| Core Util at FP | `0.106` |
| Unique masters post-synth | `21` |
| Final period utilization | `0.608` |
| Seq share, synth | `0.802` |
| First-pass GRT wire length | `2100 microns` |
| Critical path type | `reg -> reg` |
| Outcome | `finished clean` |
| Pins Over Slew Limit | `0` |
| Gate Area | `186 sq um` |
| Mean area per synthesized cell | `15.4 sq um` |
| Endpoint class of the critical path | `register` |
| Endpoints left unconstrained | `59` |
| Critical path arrival | `0.48 ns` |
| Final Hold Vio Count | `0` |
| Post-synth top cells | `edfxtp_1 (18), dfxtp_1 (15), inv_1 (6), a21oi_1 (5)` |
| YS warnings | `1` |
| Top FF cell, synth | `edfxtp_1` |
| Flip-flops with a built-in enable | `18` |
| Crit-path max FO | `10` |
| Crit path launch type | `register` |
| Die ar. | `14900 sq um` |
| Reg area | `866 sq um` |
| Antenna Nets Post-Route | `0` |
| Hold Path Class | `reg -> reg` |
| Register pins left without a clock | `33` |
| Core Footprint | `10200 sq um` |
| PwrDens | `52.2 nW/um^2` |
| Final std cells w/o fill | `~220` |
| Basic Gates by Area | `0.0707` |
| Final core utilization | `0.136` |
| RSZ-0062 raised after global routing | `false` |
| Total gr overflow | `0` |
| Post-place setup slack | `0.376 ns` |
| Post-DP Area | `1390 sq um` |
| Mux share | `0` |
| Max-Cap Viols | `0` |
| Port Buf Inserts | `13` |
| Most frequent cell after synthesis | `edfxtp_1` |
| N_diodes | `0` |
| Clock-pin slew on the worst setup and hold paths | `0 ns` |
| Vert. Die Dim | `122 microns` |
| Flops after synth | `34` |
| Hold WS | `0.455 ns` |
| CTS resizes | `0` |
| Peak supply drop | `0.000169 V` |
| Synth Cell Area | `1080 sq um` |
| Worst slew pin tran | `0.655 ns` |
| FILL cells | `1125` |
| Adder share | `0.0232` |
| Worst-Skew Late Latency | `0 ns` |
| Yosys cell count | `70` |
| Largest net degree at the start of global routing | `25` |
| Initial antenna violation count | `0` |
| Aoi share | `0.0753` |
| Post-CTS Setup Inserts | `0` |
| Total power | `0.0726 mW` |
| Post-DP HPWL | `1100 microns` |
| Tool warnings | `29` |
| WP buf/inv | `1` |
| Post-DR vias/cell | `~2.5` |
| I/O pin cnt | `14` |
| Relative slew slack | `0.563` |
| RePlAce Congestion | `0.716` |
| Cell count after synthesis | `70` |
| Yosys Chip Area | `1080 sq um` |
| GRT Resource Usage Total | `0.0157` |
| Vias in the first global route | `around 490` |
| Critical Path Max Stage Delay | `0.42 ns` |
| Comb area leader | `AND-OR/OR-AND gates` |
| Min Tclk post-route | `0.608 ns` |
| Initial detailed-routing violation count | `10` |
| Cells after DPL | `approximately 220` |
| Final setup viols | `0` |
| WL per Instance | `around 5.9 microns` |
| Top area cell types | `edfxtp_1 (50%), dfxtp_1 (28%), a21oi_1 (2.3%), dfrtp_1 (2.3%), ha_1 (2.3%)` |
| Worst-path cell chain | `inv_1` |
| Setup slack after layout | `0.392 ns` |
| Top delay family on crit path | `flip-flops` |
| Layout cell share with drive strength beyond 1 | `0.0357` |
| LEAKAGE | `0.422 nW` |
| Post-synth ARST share | `0.0294` |
| Worst EP required | `0.88 ns` |
[power breakdown]
part	internal, mW	switching, mW	total (mW)
clock network	0	0	0
registers	0.0443	0	0.0443
logic	0.0167	0.0116	0.0283
[flip-flops by register name, indices dropped and copies added (netlist names)]
signal	cells
clock	1
filter	8
incnt	4
keyboard_clk_filtered	1
read_char	1
ready_set	1
scan_code	8
scan_ready	1
shiftin	9
[worst paths after layout]
check | startpoint | end | slack (ns) | cells after the start
hold reg to reg | clock$_DFF_P_ | clock$_DFF_P_ | 0.45 | 1
setup / recovery | clock$_DFF_P_ | clock$_DFF_P_ | 0.39 | 1
hold / removal | clock$_DFF_P_ | clock$_DFF_P_ | 0.45 | 1
setup reg to reg | clock$_DFF_P_ | clock$_DFF_P_ | 0.39 | 1
[area by class of cell]
cell class | instances | area share
sequential | 34 | 0.623
inverter | 6 | 0.0162
tap | 136 | 0.122
timing repair buffer | 15 | 0.104
multi-input combinational | 29 | 0.134
[cells in the final DEF, fill, tap and decap left out]
cell type         n
a21boi_0          1
a21oi_1           5
a221oi_1          1
and2b_2           1
buf_4             2
clkdlybuf4s50_1  13
conb_1            1
dfrtp_1           1
dfxtp_1          15
edfxtp_1         18
ha_1              2
inv_1             6
nand2_1           2
nand4_1           3
nor2_1            2
nor3_1            1
nor3b_1           1
nor4_1            1
o211ai_1          3
o21a_1            1
o21ai_1           2
or4_1             2
[kinds of logic after synthesis]
group,count (synthesis)
adder cells (fa/ha/maj),2
flip-flops,34
buffers and inverters,7
AND-OR/OR-AND,13
AND/OR/NAND/NOR,13
other,1
[layer usage]
metal,global-route usage,vias up,share of wire
li1,-,285,-
met1,0.0216,247,0.49
met2,0.0273,10,0.44
met3,0.00235,0,0.073
met4,0,0,0
met5,0,-,0
Power figures rest on the tool's default switching activity, not on a simulated workload.
