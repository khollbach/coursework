`design/flow/design.v`:
```
module vga_sync(
   input iCLK,  
   input iRST_N,
   input [9:0] iRed,
   input [9:0] iGreen,
   input [9:0] iBlue,
   output [9:0] px,
   output [9:0] py,
   output  [9:0] VGA_R,
   output  [9:0] VGA_G,
   output  [9:0] VGA_B,
   output reg VGA_H_SYNC,
   output reg VGA_V_SYNC,
   output VGA_SYNC,
   output VGA_BLANK
);
assign	VGA_BLANK	=	VGA_H_SYNC & VGA_V_SYNC;
assign	VGA_SYNC	=	1'b0;
reg [9:0] h_count, v_count;
assign px = h_count;
assign py = v_count;
parameter H_SYNC_TOTAL = 800;
parameter H_PIXELS =     640;
parameter H_SYNC_START = 659;
parameter H_SYNC_WIDTH =  96;
always@(posedge iCLK or negedge iRST_N)
begin
   if(!iRST_N)
   begin
      h_count <= 10'h000;
      VGA_H_SYNC <= 1'b0;
   end
   else
   begin
      if (h_count < H_SYNC_TOTAL-1) h_count <= h_count + 1'b1;
      else h_count <= 10'h0000;
      if (h_count >= H_SYNC_START && 
	h_count < H_SYNC_START+H_SYNC_WIDTH) VGA_H_SYNC = 1'b0;
      else VGA_H_SYNC <= 1'b1;
   end
end
parameter V_SYNC_TOTAL = 525;
parameter V_PIXELS     = 480;
parameter V_SYNC_START = 493;
parameter V_SYNC_WIDTH =   2;
parameter H_START = 699;
always @(posedge iCLK or negedge iRST_N)
begin
   if (!iRST_N)
   begin
      v_count <= 10'h0000;
      VGA_V_SYNC <= 1'b0;
   end
   else if (h_count == H_START)
   begin
      if (v_count < V_SYNC_TOTAL-1) v_count <= v_count + 1'b1;
      else v_count <= 10'h0000;
      if (v_count >= V_SYNC_START && 
		v_count < V_SYNC_START+V_SYNC_WIDTH) VGA_V_SYNC = 1'b0;
      else VGA_V_SYNC <= 1'b1;
   end
end
wire video_h_on = (h_count<H_PIXELS);
wire video_v_on = (v_count<V_PIXELS);
wire video_on = video_h_on & video_v_on;
assign VGA_R = (video_on? iRed: 10'h000);
assign VGA_G = (video_on? iGreen: 10'h000);
assign VGA_B = (video_on? iBlue: 10'h000);
endmodule
```
`design/flow/run.sh`:
```
#!/bin/bash
# OpenROAD 26Q1-2900-gdf79404cd8, Yosys 0.63+post, stock flow scripts
make -C /OpenROAD-flow-scripts/flow DESIGN_CONFIG=/design/flow/config.mk WORK_HOME=/design/flow/orfs finish
```
`design/flow/config.mk`:
```
export PLATFORM = sky130hd
export DESIGN_NAME = vga_sync
export DESIGN_NICKNAME = vga_sync
export VERILOG_FILES = /design/flow/design.v
export SDC_FILE = /design/flow/constraint.sdc
export NUM_CORES = 4
export LEC_CHECK = 1
export CORE_UTILIZATION = 30
```
`design/flow/constraint.sdc`:
```
current_design vga_sync

set clk_period 3.8
set clk_io_pct 0.2

create_clock -name clk0 -period $clk_period [get_ports {iCLK}]

set non_clock_inputs [all_inputs -no_clocks]
set_input_delay [expr $clk_period * $clk_io_pct] -clock clk0 $non_clock_inputs
set_output_delay [expr $clk_period * $clk_io_pct] -clock clk0 [all_outputs]
```
==> reports/results.ini <==
[sta]
final-hold-violation-count=0
fin_worst_skew_ns=0.00431
slew_viols_final=0
totalNegativeSetupSlack_ns=0
timing.fmax_mhz=360
final_period_minus_worst_setup_slack_ns=2.78
final.period_utilization_pct=73.2
rsz0062_at_grt=no
max_slew_margin_vs_limit_pct=58.9
tightestPinTransition_ns=0.614
timing.final.setup_violations=0

[setup_path]
worst-endpoint-arrival_ns=2.02
setup.reg_to_reg.worst_slack_ns=1.96
worst_setup_path_end_kind=output port
worstPathCellList=and4_1, nor3_2, buf_4, and2_1, clkdlybuf4s50_1
setup.worst_path.end=VGA_R[6]
worstPathRequired_ns=3.04
critPathMaxStageDelay_ns=0.48
ff2ff_path_depth=5
crit_start=v_count[5]
timing.critical_path.fanout_max=30
criticalPathCategory=flip-flop to output port
start_kind=flip-flop
reg2reg_to=v_count[4]
critical_path.reg2reg.startpoint=h_count[0]
cp_slowest_cell=sky130_fd_sc_hd__clkdlybuf4s50_1

[synthesis]
synth-edff-count=0
top_cell_area_share_pct=39.4
yosys_register_bits=22
syn_avg_cell_area_um2=9.19
yosysSeqAreaShare_pct=39.4
ys_dominant_reg_cell=sky130_fd_sc_hd__dfrtp_1
async_reset_ff_share_pct=100
synth.area.top_cells=sky130_fd_sc_hd__dfrtp_1 (39%), sky130_fd_sc_hd__and2_1 (15%), sky130_fd_sc_hd__xnor2_1 (5.0%), sky130_fd_sc_hd__nor2_1 (4.3%), sky130_fd_sc_hd__nand3_1 (3.9%)
mappedNetlistArea_um2=1400
synth-area-yosys_um2=1400
synth-warning-count=1
post_synth_inst_count=152
ys_cells=152
synth.largest_area_cell=sky130_fd_sc_hd__dfrtp_1
synth_cell_type_count=36

[power_and_ir_drop]
fraction_of_power_spent_switching_nets_pct=16.5
net-switching-power_mw=0.0858
combPwrFrac_pct=14.1
vdd.ir_drop.worst_uv=235
share_clk_of_total_power_pct=41.1
fin_total_pwr_mw=0.521
leakage_dissipation_nw=0.947
power_per_cell_area_nw_per_um2=220
internal_power_mw=0.435
p_seq_share_pct=44.9

[routing]
detail_route.vias_per_cell=4.81
remaining_drc_errors=0
routed-via-count=1390
drt-wirelength-per-cell_um=11.8
totalWireLength_mm=3.42
initialDrtViolationCount=28
drtPass1Iterations=4
route.antenna.remaining_nets=0
n_antenna_cell=0

[clock_tree]
ctsLongestPathBuffers=2
post-cts-setup-buffers=0
cts-root-buf=sky130_fd_sc_hd__clkbuf_8
cts_buffers=3
worstSkewPairLatency_ns=0.26
numClockSinks=22
cts_hold_buffers=0
clkSlewWorstSetupHoldPaths_ns=0.08
cts_resized=0
cts_tree=yes
ctsHtreeMaxLevel=1

[final_layout]
area_growth_syn_to_layout_pct=69.7
lay_top_cells=sky130_fd_sc_hd__clkdlybuf4s50_1 (84), sky130_fd_sc_hd__and2_1 (33), sky130_fd_sc_hd__dfrtp_1 (22), sky130_fd_sc_hd__nor2_1 (16), sky130_fd_sc_hd__nand3_1 (11)
drive_above_1_share_pct=6.75
lay_top_count=sky130_fd_sc_hd__clkdlybuf4s50_1

[die]
num_io_pins=86
chipWidth_um=70.3
fp.dieH_um=70.3
chipArea_um2=4940
floorplan.rows=24
fp.coreArea_um2=4410
core_util_floorplan_pct=31.7

[global_routing]
grt_start_max_net_pins=31
first_global_vias=1228
grt.overflow.total=0
global_route.usage.total_pct=13.6
grt_antenna_before_repair=0
grt_pass1_wl_mm=5.47

[outcome]
status=finished clean

[run]
tool_warnings=27
timing.max_cap.violations=0

[place]
io_buffers=84
weighted_congestion_at_the_end_of_routability_driven_global_placement=0.815
post-dp-hpwl_mm=2.73

[worst_hold_path]
min-delay-path-class=flip-flop to flip-flop

==> registers in the layout, summed over array words and instances (netlist names) <==
name and count:
v_count 10, h_count 10, VGA_H_SYNC 1, VGA_V_SYNC 1
==> per-layer routing <==
layer	wire (um)	track usage (%)	vias to the layer above
met5	0	0	-
met4	34	1.78	0
met3	304	3.80	2
met2	1680	23.8	65
met1	1400	17.2	634
li1	-	-	689
==> critical path, delay by kind of cell, from the launching register on <==
| family | cells | cell delay (ns) |
|---|---|---|
| buffers and inverters | 2 | 0.72 |
| AND/OR/NAND/NOR | 3 | 0.58 |
| flip-flops | 1 | 0.46 |
==> worst min path at each step <==
stage                         to  cells past startpoint  slack [ns]       start
final                 h_count[0]                      1        0.52  h_count[0]
after global routing  h_count[0]                      1        0.56  h_count[0]
after CTS             h_count[0]                      1        0.52  h_count[0]
==> cell type report <==
type	instances	area, um2
Clock inverter	1	30.0
Multi-Input combinational cell	122	817
Timing Repair Buffer	86	856
Inverter	3	11.3
Clock buffer	3	41.3
Sequential cell	22	551
Tap cell	52	65.1
Fill cell	382	2040
==> kinds of logic after synthesis <==
family                   Yosys count  share of synthesized area (%)
buffers and inverters              8                           2.51
AND-OR/OR-AND                     14                           6.27
other                              1                          0.268
multiplexers                       2                           1.43
adder cells (fa/ha/maj)            4                           3.58
AND/OR/NAND/NOR                   90                           39.7
flip-flops                        22                           39.4
XOR/XNOR                          11                           6.89
==> power by group through the flow <==
stage	sequential, mW	combinational (mW)	clock, mW
CTS	0.234	0.0747	0.220
global route	0.234	0.0802	0.228
finish	0.234	0.0733	0.214
==> synth_stat cells (2+ instances only) <==
| cell type | n |
|---|---|
| sky130_fd_sc_hd__ha_1 | 4 |
| sky130_fd_sc_hd__and2_1 | 33 |
| sky130_fd_sc_hd__nand3_1 | 11 |
| sky130_fd_sc_hd__nand2_1 | 7 |
| sky130_fd_sc_hd__nor2_1 | 16 |
| sky130_fd_sc_hd__nor3_1 | 3 |
| sky130_fd_sc_hd__dfrtp_1 | 22 |
| sky130_fd_sc_hd__mux2i_1 | 2 |
| sky130_fd_sc_hd__inv_1 | 3 |
| sky130_fd_sc_hd__xnor2_1 | 8 |
| sky130_fd_sc_hd__a21oi_1 | 5 |
| sky130_fd_sc_hd__xor2_1 | 3 |
| sky130_fd_sc_hd__o21ai_0 | 4 |
| sky130_fd_sc_hd__clkbuf_1 | 3 |
| sky130_fd_sc_hd__nor3_2 | 2 |
| sky130_fd_sc_hd__and4_1 | 2 |
| sky130_fd_sc_hd__nor4_2 | 2 |
| sky130_fd_sc_hd__nor4_1 | 4 |
==> stage by stage <==
step | hold slack, ns | area [um2] | setup WS (ns) | instances | util, %
floorplan | 0.441 | 1400 | 1.83 | 152 | -
global placement | 0.498 | 2300 | 1.24 | 285 | 52.1
detailed placement | 0.510 | 2300 | 1.24 | 285 | 52.1
CTS | 0.521 | 2370 | 0.999 | 289 | 53.7
global route | 0.556 | 2370 | 0.871 | 289 | 53.7
finish | 0.518 | 2370 | 1.02 | 289 | 53.7
Power figures rest on the tool's default switching activity, not on a simulated workload.
