[/design/flow/config.mk]
export PLATFORM = sky130hd
export DESIGN_NAME = bars
export DESIGN_NICKNAME = bars
export VERILOG_FILES = /design/flow/design.v
export SDC_FILE = /design/flow/constraint.sdc
export NUM_CORES = 4
export LEC_CHECK = 1
export CORE_AREA = 10 10 70 70
export DIE_AREA = 0 0 80 80
[/design/flow/constraint.sdc]
current_design bars

set clk_period 2.3
set clk_io_pct 0.2

create_clock -name clk0 -period $clk_period

set non_clock_inputs [all_inputs -no_clocks]
set_input_delay [expr $clk_period * $clk_io_pct] -clock clk0 $non_clock_inputs
set_output_delay [expr $clk_period * $clk_io_pct] -clock clk0 [all_outputs]
[/design/flow/design.v]
module bars(x, y, r, g, b);
input [9:0] x, y;
output [9:0] r, g, b;
reg [2:0] idx;
assign r = idx[0] ? 10'h3ff : 10'h000;
assign g = idx[1] ? 10'h3ff : 10'h000;
assign b = idx[2] ? 10'h3ff : 10'h000;
initial idx <= 3'd0;
always @ (x) begin
	if (x < 80) idx <= 3'd0;  
	else if (x < 160) idx <= 3'd1;  
	else if (x < 240) idx <= 3'd2;  
	else if (x < 320) idx <= 3'd3;  
	else if (x < 400) idx <= 3'd4;  
	else if (x < 480) idx <= 3'd5;  
	else if (x < 560) idx <= 3'd6;  
	else idx <= 3'd7;  
end
endmodule
[/design/flow/run.sh]
#!/bin/bash
# OpenROAD 26Q1-2900-gdf79404cd8, Yosys 0.63+post, stock flow scripts
make -C /OpenROAD-flow-scripts/flow DESIGN_CONFIG=/design/flow/config.mk WORK_HOME=/design/flow/orfs finish
==> results.sh <==
# source this file to load flow results
export IMPL_status="completed"
export IMPL_tightest_slew_ns=0.2067
export IMPL_area_leaders="buf_4 68%, o21bai_1 5.0%, maj3_2 3.8%"
export IMPL_totalWireLength_um=1299
export IMPL_path_buffers=4
export IMPL_syn_to_final_growth_pct=110.1
export IMPL_die_size_y_um=80
export IMPL_cp_end_kind="output pin"
export IMPL_max_stage_delay_ns=0.53
export IMPL_path_delay_family="buffers and inverters"
export IMPL_io_buffers=36
export IMPL_worstSetupStartpoint="x[5]"
export IMPL_viasPerCell=3.134
export IMPL_fp_util_pct=8.718
export IMPL_antenna_found_initial=0
export IMPL_synthCells=42
export IMPL_arrival_ns=1.83
export IMPL_instances_no_fill=112
export IMPL_fin_tns_setup_ns=0
export IMPL_coreArea_sq_um=3416
export IMPL_hold_buffers=0
export IMPL_ys_chip_area_sq_um=297.8
export IMPL_slew_violations=0
export IMPL_period_needed_ns=2.286
export IMPL_flops=0
export IMPL_ys_cells=42
export IMPL_criticalPathCategory="in -> out"
export IMPL_fin_util_pct=18.32
export IMPL_worstPathCellList="buf_6 -> or4b_4 -> a21oi_2 -> a32oi_2 -> buf_4 -> buf_4 -> dlygate4sd2_1"
export IMPL_drc=0
export IMPL_powerDensity_nw_per_um2=191.1
export IMPL_fill_cells=394
export IMPL_dp_cells=105
export IMPL_ys_warn_count=1
export IMPL_firstDrtPassIters=4
export IMPL_grt_overflow=0
export IMPL_top_cell_area_share_pct=68.07
export IMPL_critical_path_depth=7
export IMPL_clock_buffers=0
export IMPL_grt_max_degree=11
export IMPL_preCtsSetupSlack_ns=-0.4607
export IMPL_dieArea_sq_um=6400
export IMPL_routed_via_count=351
export IMPL_hold_viol=0
export IMPL_rows=21
export IMPL_hp_class="in -> out"
export IMPL_avgRoutedWirePerCell_um=11.60
export IMPL_synth_cell_types=12
export IMPL_grt_pass1_vias=390
export IMPL_fmax_ghz=0.4374
export IMPL_crit_top_cell="buf_4"
export IMPL_syn_area_per_cell_sq_um=7.090
export IMPL_p_leak_nw=0.2651
export IMPL_postPlaceCellArea_sq_um=573.1
export IMPL_critPathSlowestCell="or4b_4"
export IMPL_setup_violations=0
export IMPL_grt_first_pass_wirelength_um=1938
export IMPL_grt_usage_pct=3.717
export IMPL_period_used_pct=99.40
export IMPL_cp_required_ns=1.84
export IMPL_slew_headroom_pct=86.22
export IMPL_drt_initial_drc_count=3
export IMPL_rsz0062_at_grt="yes"
export IMPL_critPathCapture="r[3]"
export IMPL_warnings=48
export IMPL_drtAntennaViolNets=0
export IMPL_die_x_um=80
export IMPL_start_kind="primary input"
export IMPL_antenna_diode_count=0
export IMPL_setup_ws_ns=0.01386
export IMPL_syn_area_sq_um=297.8
export IMPL_place_congestion=0.6596
export IMPL_path_max_fanout=5
export IMPL_drive_above_1_share_pct=39.39
export IMPL_largest_area_cell="buf_4"
export IMPL_pin_count=50
export IMPL_flop_area_sq_um=0
export IMPL_peakVddDrop_v=0.00008167
export IMPL_drv_cap=0
export IMPL_synth_seq_share_pct=0
export IMPL_fin_area_sq_um=625.6
==> how the worst min path moves through the flow <==
stage / cells past startpoint / startpoint / to
finish: 4 / x[8] / g[6]
global route: 4 / x[8] / g[6]
CTS: 4 / x[8] / g[7]
==> cell usage in the layout (no fill, tap or decap) <==
master / instances
nor2_1: 1
nand3_1: 1
maj3_2: 1
buf_6: 3
a21oi_1: 1
or4b_4: 1
buf_2: 2
o21bai_1: 2
clkdlybuf4s15_2: 1
a21oi_2: 1
nor2_4: 1
buf_4: 13
a32oi_2: 1
inv_2: 1
a221o_2: 1
clkdlybuf4s15_1: 2
dlygate4sd2_1: 19
clkdlybuf4s50_1: 10
nand2_1: 2
nand4_1: 1
a221o_1: 1
==> timing repair <==
action,CTS,global route
buffers inserted,6,0
hold endpoints to repair,0,0
gates cloned,2,0
pin swaps,5,3
endpoints found under the setup margin,30,5
gates resized,50,1
==> metrics by stage <==
stage	power, mW	hold WS [ns]
after global placement	0.1215	2.105
after CTS	0.1243	1.525
after detailed placement	0.1220	2.102
after floorplan	0.06018	1.099
final	0.1196	1.511
after global routing	0.1316	1.540
==> cell families after synthesis <==
family                     synth area share (%)
and+or+nand+nor                           12.19
adders and majority gates                 3.781
AOI/OAI and AO/OA                         14.71
buffers and inverters                     69.33
==> tightest hold or removal path: stages <==
cell           delay, ns
buf_6               0.07
buf_4               0.13
a221o_2             0.19
dlygate4sd2_1       0.21
==> Yosys cell counts <==
master and n:
a21oi_1 2, a221o_1 1, a32oi_1 1, buf_4 27, inv_2 1, maj3_2 1, nand2_1 2, nand3_1 1
nand4_1 1, nor2_1 2, o21bai_1 2, or4b_1 1
==> per-layer routing <==
metal  vias to the layer above  track usage, %  wire (um)
li1                        166               -          -
met1                       162           4.944        587
met2                        23           6.100        560
met3                         0           1.136        151
met4                         0               0          0
met5                         -               0          0
==> report_power, final <==
part	total [mW]	switching (mW)	internal, mW
Clock	0	0	0
Sequential	0	0	0
Combinational	0.120	0.0370	0.0826
==> area by class of cell <==
cell class	instances	area, sq um	area share, %
multi-input combinational	15	125.1	20.00
timing repair buffer	50	439.2	70.20
tap	46	57.56	9.200
inverter	1	3.754	0.6000
Power figures rest on the tool's default switching activity, not on a simulated workload.
